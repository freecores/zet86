--- design.v ---
`timescale 1ns/10ps
module hw_dbg (
    input      clk,
    input      rst_lck,
    output reg rst,
    input      butc_,
    input      bute_,
    input      butw_,
    input      butn_,
    input      buts_,
    output reg [15:0] vdu_dat_o,
    output reg [11:1] vdu_adr_o,
    output            vdu_we_o,
    output            vdu_stb_o,
    output     [ 1:0] vdu_sel_o,
    output reg        vdu_tga_o,
    input             vdu_ack_i,
    input      [15:0] zbt_dat_i,
    output     [19:1] zbt_adr_o,
    output            zbt_we_o,
    output     [ 1:0] zbt_sel_o,
    output reg        zbt_stb_o,
    input             zbt_ack_i
  );
  reg [ 5:0] st;
  reg        op;
  reg [ 6:0] cur;
  reg        mr, ml, md, mu, dm;
  reg        br, bl, bd, bu, bc;
  reg [15:0] cnt;
  reg [ 4:0] i;
  reg [19:0] adr;
  reg [ 2:0] sp;
  reg [15:0] col;
  reg [ 3:0] nibb;
  reg [ 7:0] low_adr;
  wire [7:0] o;
  wire       cur_dump;
  wire       action;
  wire [2:0] off;
  wire [3:0] nib, inc_nib, dec_nib;
  wire       up_down;
  wire       left_right;
  wire       spg;
  init_msg msg0 (
    .i (i),
    .o (o)
  );
  inc i0 (
    .i (nib),
    .o (inc_nib)
  );
  dec d0 (
    .i (nib),
    .o (dec_nib)
  );
  assign vdu_we_o  = op;
  assign vdu_stb_o = op;
  assign vdu_sel_o = 2'b11;
  assign zbt_we_o  = 1'b0;
  assign zbt_sel_o = 2'b11;
  assign cur_dump  = (cur < 7'd25 && cur > 7'd19);
  assign off       = cur - 7'd20;
  assign nib = off==3'd0 ? adr[19:16]
            : (off==3'd1 ? adr[15:12]
            : (off==3'd2 ? adr[11:8]
            : (off==3'd3 ? adr[7:4] : adr[3:0])));
  assign left_right = mr | ml;
  assign up_down    = mu | md;
  assign action     = left_right | up_down | dm;
  assign spg        = sp>3'b0;
  assign zbt_adr_o  = { adr[19:5] + low_adr[7:4], low_adr[3:0] };
  always @(posedge clk)
    if (rst_lck)
      begin
        vdu_dat_o <= 16'd12;
        vdu_adr_o <= 11'h4;
        vdu_tga_o <= 1'b1;
        st  <= 6'd0;
        op  <= 1'b1;
        i   <= 4'h0;
        zbt_stb_o <= 1'b0;
      end
    else
      case (st)
        6'd0: if (vdu_ack_i) begin
                vdu_dat_o <= { 8'h06, o };
                vdu_adr_o <= i + 5'h4;
                vdu_tga_o <= 1'b0;
                st <= (i==5'd21) ? 6'h2 : 6'h1;
                op <= 1'b0;
                i  <= i + 5'h1;
              end
        6'd1: if (!vdu_ack_i) begin
                st <= 6'h0;
                op <= 1'b1;
                i  <= i;
              end
        6'd2:  
              if (!vdu_ack_i && action) begin
                vdu_dat_o <= mr ? (cur==7'd15 ? 7'd20 : cur + 7'b1)
                           : ((ml && cur==7'd20) ? 7'd15 : cur - 7'b1);
                vdu_adr_o <= 11'h0;
                vdu_tga_o <= 1'b1;
                st  <= left_right ? 6'h3 : (dm ? 6'h5 : 6'h4);
                op  <= left_right;
                col  <= 16'd80;
                sp   <= 2'h3;
                nibb <= 4'h0;
              end
        6'd3: if (vdu_ack_i) begin
                vdu_dat_o <= 16'h0;
                vdu_adr_o <= 11'h0;
                vdu_tga_o <= 1'b1;
                st <= 6'h2;
                op <= 1'b0;
              end
        6'd4:  
              if (!vdu_ack_i) begin
                vdu_dat_o <= { 8'h03, itoa(nib) };
                vdu_adr_o <= cur;
                vdu_tga_o <= 1'b0;
                st <= 6'h3;
                op <= 1'b1;
              end
        6'd5:  
              if (!vdu_ack_i) begin
                vdu_dat_o <= { 8'h05, spg ? 8'h20 : itoa(nibb) };
                vdu_adr_o <= col;
                vdu_tga_o <= 1'b0;
                st <= 6'h6;
                op <= 1'b1;
                sp <= spg ? (sp - 3'b1) : 3'd4;
                col <= col + 16'd1;
                nibb <= spg ? nibb : (nibb + 4'h2);
              end
        6'd6: if (vdu_ack_i) begin
                st <= (col==16'd160) ? 6'h7 : 6'h5;
                op <= 1'b0;
              end
        6'd7: begin
                low_adr <= 8'h0;
                st <= 6'h8;
              end
        6'd8: if (!vdu_ack_i) begin
                vdu_dat_o <= { 8'h5, itoa(zbt_adr_o[7:4]) };
                vdu_adr_o <= col;
                st <= 6'd9;
                op <= 1'b1;
              end
        6'd9: if (vdu_ack_i) begin
                st <= 6'd10;
                op <= 1'b0;
                col <= col + 16'd1;
              end
        6'd10: if (!zbt_ack_i) begin
                st <= 6'd11;
                zbt_stb_o <= 1'b1;
              end
        6'd11: if (zbt_ack_i) begin
                st <= 6'd12;
                zbt_stb_o <= 1'b0;
              end
        6'd12: if (!vdu_ack_i) begin
                vdu_dat_o <= { 8'h7, itoa(zbt_dat_i[15:12]) };
                vdu_adr_o <= col;
                st <= 6'd13;
                op <= 1'b1;
              end
        6'd13: if (vdu_ack_i) begin
                st <= 6'd14;
                op <= 1'b0;
                col <= col + 16'd1;
              end
        6'd14: if (!vdu_ack_i) begin
                vdu_dat_o <= { 8'h7, itoa(zbt_dat_i[11:8]) };
                vdu_adr_o <= col;
                st <= 6'd15;
                op <= 1'b1;
              end
        6'd15: if (vdu_ack_i) begin
                st <= 6'd16;
                op <= 1'b0;
                col <= col + 16'd1;
              end
        6'd16: if (!vdu_ack_i) begin
                vdu_dat_o <= { 8'h7, itoa(zbt_dat_i[7:4]) };
                vdu_adr_o <= col;
                st <= 6'd17;
                op <= 1'b1;
              end
        6'd17: if (vdu_ack_i) begin
                st <= 6'd18;
                op <= 1'b0;
                col <= col + 16'd1;
              end
        6'd18: if (!vdu_ack_i) begin
                vdu_dat_o <= { 8'h7, itoa(zbt_dat_i[3:0]) };
                vdu_adr_o <= col;
                st <= 6'd19;
                op <= 1'b1;
              end
        6'd19: if (vdu_ack_i) begin
                st <= (zbt_adr_o[4:1]==4'hf) ? 6'd22 : 6'd20;
                op <= 1'b0;
                col <= col + 16'd1;
                low_adr <= low_adr + 8'h1;
              end
        6'd20: if (!vdu_ack_i) begin
                vdu_dat_o <= 16'h0720;
                vdu_adr_o <= col;
                st <= 6'd21;
                op <= 1'b1;
              end
        6'd21: if (vdu_ack_i) begin
                st <= 6'd10;
                op <= 1'b0;
                col <= col + 16'd1;
              end
        6'd22: st <= (low_adr==8'h0) ? 6'd2 : 6'd8;
      endcase
  always @(posedge clk)
    rst <= rst_lck ? 1'b1 : ((butc_ && cur==7'd12) ? 1'b0 : rst);
  always @(posedge clk)
    cur <= rst_lck ? 7'd12 : (mr ? (cur==7'd15 ? 7'd20 : cur + 7'b1)
                           : (ml ? (cur==7'd20 ? 7'd15 : cur - 7'b1) : cur));
  always @(posedge clk)
    adr <= rst_lck ? 16'h0
      : (mu ? (off==3'd0 ? { inc_nib, adr[15:0] }
            : (off==3'd1 ? { adr[19:16], inc_nib, adr[11:0] }
            : (off==3'd2 ? { adr[19:12], inc_nib, adr[7:0] }
            : (off==3'd3 ? { adr[19:8], inc_nib, adr[3:0] }
            : { adr[19:4], inc_nib }))))
      : (md ? (off==3'd0 ? { dec_nib, adr[15:0] }
            : (off==3'd1 ? { adr[19:16], dec_nib, adr[11:0] }
            : (off==3'd2 ? { adr[19:12], dec_nib, adr[7:0] }
            : (off==3'd3 ? { adr[19:8], dec_nib, adr[3:0] }
            : { adr[19:4], dec_nib })))) : adr));
  always @(posedge clk)
    mr <= rst_lck ? 1'b0 : (bute_ && !br
                            && cnt==16'h0 && cur != 7'd24);
  always @(posedge clk) br <= (cnt==16'h0 ? bute_ : br);
  always @(posedge clk)
    ml <= rst_lck ? 1'b0 : (butw_ && !bl
                            && cnt==16'h0 && cur != 7'd12);
  always @(posedge clk) bl <= (cnt==16'h0 ? butw_ : bl);
  always @(posedge clk)
    md <= rst_lck ? 1'b0 : (buts_ && !bd && cnt==16'h0 && cur_dump);
  always @(posedge clk) bd <= (cnt==16'h0 ? buts_ : bd);
  always @(posedge clk)
    mu <= rst_lck ? 1'b0 : (butn_ && !bu && cnt==16'h0 && cur_dump);
  always @(posedge clk) bu <= (cnt==16'h0 ? butn_ : bu);
  always @(posedge clk)
    dm <= rst_lck ? 1'b0 : (butc_ && !bc && cur==7'd13);
  always @(posedge clk) bc <= (cnt==16'h0 ? butc_ : bc);
  always @(posedge clk) cnt <= cnt + 1'b1;
  function [7:0] itoa;
    input [3:0] i;
    begin
      if (i < 8'd10) itoa = i + 8'h30;
      else itoa = i + 8'h57;
    end
  endfunction
endmodule
module init_msg (
    input      [4:0] i,
    output reg [7:0] o
  );
  always @(i)
    case (i)
      5'h00: o <= 8'h68;  
      5'h01: o <= 8'h77;  
      5'h02: o <= 8'h5f;  
      5'h03: o <= 8'h64;  
      5'h04: o <= 8'h62;  
      5'h05: o <= 8'h67;  
      5'h06: o <= 8'h20;  
      5'h07: o <= 8'h5b;  
      5'h08: o <= 8'h43;  
      5'h09: o <= 8'h44;  
      5'h0a: o <= 8'h57;  
      5'h0b: o <= 8'h42;  
      5'h0c: o <= 8'h5d;  
      5'h0d: o <= 8'h20;  
      5'h0f: o <= 8'h78;  
      default: o <= 8'h30;  
    endcase
endmodule
module inc (
    input      [3:0] i,
    output reg [3:0] o
  );
  always @(i)
    case (i)
      4'h0: o <= 4'h1;
      4'h1: o <= 4'h2;
      4'h2: o <= 4'h3;
      4'h3: o <= 4'h4;
      4'h4: o <= 4'h5;
      4'h5: o <= 4'h6;
      4'h6: o <= 4'h7;
      4'h7: o <= 4'h8;
      4'h8: o <= 4'h9;
      4'h9: o <= 4'ha;
      4'ha: o <= 4'hb;
      4'hb: o <= 4'hc;
      4'hc: o <= 4'hd;
      4'hd: o <= 4'he;
      4'he: o <= 4'hf;
      default: o <= 4'h0;
    endcase
endmodule
module dec (
    input      [3:0] i,
    output reg [3:0] o
  );
  always @(i)
    case (i)
      4'h0: o <= 4'hf;
      4'h1: o <= 4'h0;
      4'h2: o <= 4'h1;
      4'h3: o <= 4'h2;
      4'h4: o <= 4'h3;
      4'h5: o <= 4'h4;
      4'h6: o <= 4'h5;
      4'h7: o <= 4'h6;
      4'h8: o <= 4'h7;
      4'h9: o <= 4'h8;
      4'ha: o <= 4'h9;
      4'hb: o <= 4'ha;
      4'hc: o <= 4'hb;
      4'hd: o <= 4'hc;
      4'he: o <= 4'hd;
      default: o <= 4'he;
    endcase
endmodule
--- run.sh ---
#!/bin/bash
# OpenROAD 26Q1-2900-gdf79404cd8, Yosys 0.63+post, stock flow scripts
make -C /OpenROAD-flow-scripts/flow DESIGN_CONFIG=/design/flow/config.mk WORK_HOME=/design/flow/orfs finish
--- config.mk ---
export PLATFORM = sky130hd
export DESIGN_NAME = hw_dbg
export DESIGN_NICKNAME = hw_dbg
export VERILOG_FILES = /design/flow/design.v
export SDC_FILE = /design/flow/constraint.sdc
export NUM_CORES = 4
export LEC_CHECK = 1
export CORE_UTILIZATION = 30
--- constraint.sdc ---
current_design hw_dbg

set clk_period 6.6
set clk_io_pct 0.2

create_clock -name clk0 -period $clk_period [get_ports {clk}]

set non_clock_inputs [all_inputs -no_clocks]
set_input_delay [expr $clk_period * $clk_io_pct] -clock clk0 $non_clock_inputs
set_output_delay [expr $clk_period * $clk_io_pct] -clock clk0 [all_outputs]
==> reports/results.tsv <==
stage	metric	value	unit
cells_and_area	drive_gt1_frac	0.05769	
drt	num_vias	7258	
drt	drc	0	
timing	rsz0062_at_grt	no	
place	place_hpwl	15.99	mm
timing	fin_crit_sh	0.6403	
min_path	holdCritPathClass	reg -> reg	
flow_run	warnings	42	
clocking	htree_levels	4	
power_and_ir_drop	ir_drop	0.1249	mV
timing	period_needed	4226	ps
clocking	insertion_delay	430	ps
yosys	avgSynthCellArea	8.562	sq um
timing	tightest_slew	865.4	ps
global_routing	grt_overflow	0	
power_and_ir_drop	power_leakage	3.625	nW
power_and_ir_drop	switching_power	0.5740	mW
clocking	postCtsHoldBufs	0	
power_and_ir_drop	p_seq_frac	0.456	
drt	drt_first_pass_iters	5	
timing	final_hold_viol_count	0	
yosys	synth_cells	987	
floorplan	chipHeight	169.8	microns
drt	ant_nets	0	
yosys	edf_count	35	
floorplan	die_x	169.8	microns
clocking	postCtsSetupBuffers	0	
power_and_ir_drop	p_clk_frac	0.445	
yosys	ys_ff	145	
outcome	status	finished clean	
timing	maxSlewHeadroom	0.4186	
yosys	synthAdderAreaFrac	0.06159	
yosys	ys_sh_simple	0.2273	
setup_path	reg2reg_setup_slack	2860	ps
floorplan	fp_util	0.3042	
clocking	ctsResizeCount	0	
clocking	cts-root-buf	clkbuf_16	
clocking	cts_made_buffers	17	
yosys	ys_sh_aoi	0.1760	
yosys	yosys-stat-cells	987	
clocking	cts_tree	yes	
global_routing	track_usage	0.1552	
power_and_ir_drop	p_comb_frac	0.099	
yosys	yosysWarnings	4	
setup_path	worstPathArrival	2910	ps
cells_and_area	lay_top_count	dfxtp_1	
yosys	yosysChipArea	0.008451	sq mm
yosys	ff_type	dfxtp_1	
global_routing	grt_pass1_wl	34.77	mm
setup_path	setup.worst_path.end	zbt_adr_o[19]	
cells_and_area	most-common-layout-cells	dfxtp_1 (110), nor2_1 (97), nand2_1 (84)	
setup_path	critPathMaxFanout	6	
clocking	clkSlewWorstSetupHoldPaths	70	ps
setup_path	crit_required	5280	ps
timing	fmax	236.7	MHz
timing	drv_slew	0	
setup_path	r2r_start	cur[0]$_SDFFE_PP0N_	
setup_path	r2r-end	adr[14]$_SDFFE_PP0P_	
setup_path	r2r_cells	9	
yosys	ys_types	78	
global_routing	grt_pass1_vias	6499	
place	place_ws	2723	ps
setup_path	critPathKind	reg -> out	
floorplan	chipArea	0.02884	sq mm
timing	setup_ws	2374	ps
drt	wl_per_cell	15.48	microns
yosys	xor_area_frac	0.06219	
clocking	clkSinkCount	145	
place	placed_cells	1386	
global_routing	antenna_found_initial	0	
cells_and_area	area_growth	17.94	%
floorplan	placementRows	61	
yosys	async_flop_share	0	
drt	vias_per_cell	5.118	
setup_path	crit_path_start_kind	flop	
drt	totalWireLength	21.95	mm
flow_run	cap_violations	0	
drt	drtIter0Drc	579	
setup_path	endpoint_kind	output pin	
place	io_buffers	75	
yosys	mux_area_frac	0.02606	
timing	setup_viol	0	
power_and_ir_drop	switching_share	0.2745	
yosys	netlist_area	0.008451	sq mm
floorplan	io_pins	81	
global_routing	grt_start_max_net_pins	63	
yosys	logic_family	simple AND/OR/NAND/NOR gates	
power_and_ir_drop	intPower	1.517	mW
drt	antenna-diode-count	0	
cells_and_area	fin_cells	1418	
floorplan	core	0.02778	sq mm
timing	fin_setup_tns	0	ps
timing	fin_worst_skew	12.12	ps
setup_path	cp-startpoint	low_adr[4]$_SDFFCE_PN0P_	
clocking	clk_path_buf_depth	2	
power_and_ir_drop	powerDensity	209.8	mW/mm^2
yosys	ys_seq_frac	0.3850	
place	place_congestion	0.8637	
==> Yosys cell counts (all sizes together) (9+ instances only) <==
cell type | instances | area [sq um]
xor2 | 20 | 175.2
edfxtp | 35 | 1051
xnor2 | 40 | 350.3
nand4 | 14 | 87.58
o22ai | 9 | 56.30
a21oi | 60 | 304.0
nor4 | 10 | 83.83
inv | 51 | 191.4
nand2 | 84 | 315.3
a211oi | 19 | 142.6
nor2b | 19 | 118.9
o21ai | 60 | 304.0
and3 | 13 | 81.33
and2 | 17 | 106.4
nor2 | 97 | 364.1
mux2i | 13 | 130.1
buf | 31 | 202.7
o21a | 10 | 75.07
a22oi | 9 | 67.56
nand3 | 48 | 240.2
ha | 40 | 500.5
or3 | 10 | 62.56
clkbuf | 32 | 121.4
dfxtp | 110 | 2202
nor3 | 27 | 135.1
==> per-layer routing <==
layer / track usage / part of all wire
met3: 0.02865 / 0.062
met4: 0.02350 / 0.015
met2: 0.2315 / 0.44
met5: 0 / 0
met1: 0.2417 / 0.49
==> kinds of logic (layout without fill, tap and decap cells) <==
kind of cell | Yosys count | in the layout
mux | 19 | 19
simple gates | 377 | 377
buf+inv | 114 | 164
flops | 145 | 145
xor+xnor | 60 | 60
fa+ha+maj | 41 | 41
compound gates | 229 | 229
other cells | 2 | 5
==> cell type report <==
type / instances / area (sq um)
Sequential cell: 145 / 3253
Clock buffer: 17 / 425.4
Clock inverter: 15 / 140.1
Fill cell: 2814 / 17810
Inverter: 51 / 191.4
Tap cell: 378 / 473.0
Multi-Input combinational cell: 731 / 4693
Timing Repair Buffer: 81 / 790.8
==> how the worst min path moves through the flow <==
stage                          from                        end  slack [ps]  cells past startpoint
6_report           rst$_SDFFE_PP1P_           rst$_SDFFE_PP1P_         450                      2
5_1_grt   vdu_adr_o[9]$_SDFFE_PP0P_  vdu_adr_o[9]$_SDFFE_PP0P_         470                      2
4_1_cts            rst$_SDFFE_PP1P_           rst$_SDFFE_PP1P_         450                      2
==> stage by stage <==
stage                     instance area (sq um)    util  power (mW)  hold WS, ps
after floorplan                            8462       -       1.095        399.9
after global placement                     9402  0.3384       1.178        430.9
after detailed placement                   9402  0.3384       1.179        439.3
after CTS                                  9967  0.3588       2.109        448.8
after global routing                       9967  0.3588       2.169        472.1
final                                      9967  0.3588       2.091        450.3
==> critical path: stages, from the launching register on <==
cell and delay [ps]:
edfxtp_1 430, ha_1 200, inv_1 60, fa_1 400, nor2b_1 110, o21ai_0 80
nand2b_1 210, nor2b_1 250, nand4_1 130, xnor2_1 140, clkdlybuf4s50_1 470
==> power by group through the flow <==
stage	Clock, mW	Sequential [mW]	Combinational, mW
5_1_grt	0.982	0.956	0.232
4_1_cts	0.949	0.953	0.207
6_report	0.930	0.954	0.208
==> registers in the layout (all words and copies together), names as in the netlist, 3 cells and up, named ones only <==
| name | count |
|---|---|
| cur | 7 |
| vdu_adr_o | 11 |
| low_adr | 8 |
| sp | 3 |
| nibb | 3 |
| i | 5 |
| cnt | 16 |
| vdu_dat_o | 12 |
| st | 23 |
| adr | 20 |
| col | 16 |
No activity file was given, so power comes from the tool's default toggle rates.
