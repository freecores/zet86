### ./design.v
module lcd_display (
    input [63:0] f1,   
    input [63:0] f2,   
    input [15:0] m1,   
    input [15:0] m2,   
    input        clk,  
    input        rst,
    output reg       lcd_rs_,
    output reg       lcd_rw_,
    output reg       lcd_e_,
    output reg [7:4] lcd_dat_
  );
  parameter n = 8;
  parameter k = 16;
  reg [k+n+1:0] cnt = 0;
  reg [    5:0] lcd;
  wire [127:0] f;
  wire [ 31:0] m;
  wire [  4:0] i;
  wire [  3:0] c;
  sel128_4 sel (
    .in  (f),
    .sel (i),
    .out (c)
  );
  assign f = { f1, f2 };
  assign m = { m1, m2 };
  assign i = cnt[k+7:k+3];
  always @(posedge clk)
    if (rst) cnt <= 26'hfffffff;
    else begin
      cnt <= cnt - 1;
      casex (cnt[k+1+n:k+2])
        8'hff: lcd <= 6'b000010;  
        8'hfe: lcd <= 6'b000010;
        8'hfd: lcd <= 6'b001000;
        8'hfc: lcd <= 6'b000000;  
        8'hfb: lcd <= 6'b001100;
        8'hfa: lcd <= 6'b000000;  
        8'hf9: lcd <= 6'b000001;
        8'hf8: lcd <= 6'b000000;  
        8'hf7: lcd <= 6'b000110;
        8'hf6: cnt[k+1+n:k+2] <= 8'b10111111;
        8'b101xxxx1: lcd <= { 2'b10, m[i] ? itoa1(c) : 4'h2 };
        8'b101xxxx0: lcd <= { 2'b10, m[i] ? itoa0(c) : 4'h0 };
        8'b10011111: lcd <= 6'h0c;
        8'b10011110: lcd <= 6'h00;
        8'b10011101: cnt[k+1+n:k+2] <= 8'b01011111;
        8'b010xxxx1: lcd <= { 2'b10, m[i] ? itoa1(c) : 4'h2 };
        8'b010xxxx0: lcd <= { 2'b10, m[i] ? itoa0(c) : 4'h0 };
        8'b00111111: lcd <= 6'h08;
        8'b00111110: lcd <= 6'h00;
        8'b00111101: cnt[k+1+n:k+2] <= 8'b10111111;
        default: lcd <= 6'b010000;
      endcase
      lcd_e_ <= ^cnt[k+1:k+0] & ~lcd_rw_;
      { lcd_rs_, lcd_rw_, lcd_dat_ } <= lcd;
    end
  function [3:0] itoa1;
    input [3:0] i;
    begin
      if (i < 8'd10) itoa1 = 4'h3;
      else itoa1 = 4'h6;
    end
  endfunction
  function [3:0] itoa0;
    input [3:0] i;
    begin
      if (i < 8'd10) itoa0 = i + 4'h0;
      else itoa0 = i + 4'h7;
    end
  endfunction
endmodule
module sel128_4 (
    input      [127:0] in,
    input      [  4:0] sel,
    output reg [  3:0] out
  );
  always @(in or sel)
    case (sel)
      5'h00: out <= in[  3:  0];
      5'h01: out <= in[  7:  4];
      5'h02: out <= in[ 11:  8];
      5'h03: out <= in[ 15: 12];
      5'h04: out <= in[ 19: 16];
      5'h05: out <= in[ 23: 20];
      5'h06: out <= in[ 27: 24];
      5'h07: out <= in[ 31: 28];
      5'h08: out <= in[ 35: 32];
      5'h09: out <= in[ 39: 36];
      5'h0a: out <= in[ 43: 40];
      5'h0b: out <= in[ 47: 44];
      5'h0c: out <= in[ 51: 48];
      5'h0d: out <= in[ 55: 52];
      5'h0e: out <= in[ 59: 56];
      5'h0f: out <= in[ 63: 60];
      5'h10: out <= in[ 67: 64];
      5'h11: out <= in[ 71: 68];
      5'h12: out <= in[ 75: 72];
      5'h13: out <= in[ 79: 76];
      5'h14: out <= in[ 83: 80];
      5'h15: out <= in[ 87: 84];
      5'h16: out <= in[ 91: 88];
      5'h17: out <= in[ 95: 92];
      5'h18: out <= in[ 99: 96];
      5'h19: out <= in[103:100];
      5'h1a: out <= in[107:104];
      5'h1b: out <= in[111:108];
      5'h1c: out <= in[115:112];
      5'h1d: out <= in[119:116];
      5'h1e: out <= in[123:120];
      5'h1f: out <= in[127:124];
    endcase
endmodule
### ./run.sh
#!/bin/bash
# OpenROAD 26Q1-2900-gdf79404cd8, Yosys 0.63+post, stock flow scripts
make -C /OpenROAD-flow-scripts/flow DESIGN_CONFIG=/design/flow/config.mk WORK_HOME=/design/flow/orfs finish
### ./config.mk
export PLATFORM = sky130hd
export DESIGN_NAME = lcd_display
export DESIGN_NICKNAME = lcd_display
export VERILOG_FILES = /design/flow/design.v
export SDC_FILE = /design/flow/constraint.sdc
export NUM_CORES = 4
export LEC_CHECK = 1
export CORE_UTILIZATION = 40
### ./constraint.sdc
current_design lcd_display

set clk_period 6.0
set clk_io_pct 0.2

create_clock -name clk0 -period $clk_period [get_ports {clk}]

set non_clock_inputs [all_inputs -no_clocks]
set_input_delay [expr $clk_period * $clk_io_pct] -clock clk0 $non_clock_inputs
set_output_delay [expr $clk_period * $clk_io_pct] -clock clk0 [all_outputs]
==> results.ini <==
[logic_synthesis]
syn_inst = 449
common_cells = nand2_1, nor2_1, dfxtp_1, nand3_1
edf_count = 13
ff_type = dfxtp_1
most_common_cell = nand2_1
yosys_cells = 449
synth_flops = 39
postSynthAreaPerCell_sq_um = 7.85
largest_area_cell = dfxtp_1
ys_seq_share_pct = 25.8
yosys_warnings = 3
synthTopCellsByArea = dfxtp_1, edfxtp_1, mux4_2
ys_area_sq_um = 3520
syn-cell-area_sq_um = 3520
ys_types = 60
top_area_share_pct = 14.8
synthArstFlopShare_pct = 0

[grt]
grt.total_usage_pct = 27.8
groute.layer.met2.usage_pct = 46.9
met3_usage_pct = 5.30
grt_pass1_wl_microns = 19000
grt_pass1_vias = 3760
gr-max-usage-layer = met2
grt_use_met1_pct = 38.1
grt_antenna_before_repair = 0
overflow = 0
grt_max_degree = 43

[sta]
period_needed_ns = 3.66
fin_setup_tns_ns = 0
slew_headroom_pct = 43.6
setup_slack_ns = 2.34
skew_ns = 0.00878
setup_viol = 0
hold_viol = 0
fin_crit_sh_pct = 60.9
rsz0062_at_grt = false
slew_violations = 0
tightest_slew_ns = 0.844
hold_ws_ns = 0.421
fmax_mhz = 274

[place]
gp_congestion = 0.892
hpwlAfterDp_microns = 9650
dp_slack_ns = 2.17
placement.cell_area_sq_um = 5230
io_buffers = 168

[cells_and_area]
utilization_pct = 63.7
area_delta_synth_final_pct = 51.6
design_area_sq_um = 5340
drive_above_1_share_pct = 7.60
n_fill_cell = 751

[clock_tree]
numCtsBuffers = 5
post-cts-setup-buffers = 0
htree_levels = 2
clk_pin_slew_ns = 0.08
clkLatencyLatePin_ns = 0.28
post_cts_resized = 0
clock-sinks = 39
cts_hold_buf = 0
max-clock-path-buffers = 2
cts_tree = yes
cts_root_buffer = clkbuf_8

[floorplanning]
coreArea_sq_um = 8380
die_h_microns = 95.9
io_pins = 169
rows = 33
dieWidth_microns = 95.9
fp_util_pct = 42.1
die-area_sq_um = 9190

[drt]
drc = 0
wire_per_inst_microns = 17.7
detail_route.iter0.violations = 216
firstDrtPassIters = 5
wirelength_microns = 12300
final_antenna_net_count = 0
n_antenna_cell = 0
routed_via_density = 5.75
vias = 4005

[pwr]
cellPowerDensity_nw_per_um2 = 118
netSwitchingPower_mw = 0.121
power_frac_comb_pct = 22.9
peakVddDrop_mv = 0.0937
sw_frac_of_total_pct = 19.3
p_int_mw = 0.507
p_seq_share_pct = 44.6
power.share.clock_pct = 32.6
power.leakage_nw = 2.02

[flow_run]
warning_count = 26
maxCapViolations = 0

[setup_path]
end_kind = flop
worst-path-max-fanout = 40
cp.arrival_ns = 3.70
worstPathRequired_ns = 6.04
path_class = reg -> reg
start_kind = flop

[hold_path]
hold_path.class = reg -> reg

[outcome]
outcome = finished clean

==> stage by stage <==
| step | std cells | power [mW] |
|---|---|---|
| after floorplan | 449 | 0.315 |
| after global placement | 689 | 0.429 |
| after detailed placement | 689 | 0.431 |
| after CTS | 697 | 0.635 |
| after global routing | 697 | 0.654 |
| final | 697 | 0.629 |
==> power by group through the flow <==
stage	Sequential (mW)	Clock (mW)	Combinational, mW
4_1_cts	0.280	0.211	0.145
5_1_grt	0.281	0.219	0.154
6_report	0.280	0.205	0.144
==> kinds of logic (layout without fill, tap and decap cells) <==
family | Yosys count | count (layout) | synth area share (%)
AND/OR/NAND/NOR | 190 | 190 | 28.0
multiplexers | 30 | 30 | 12.0
XOR/XNOR | 17 | 17 | 4.22
buffers and inverters | 50 | 193 | 5.82
adder cells (fa/ha/maj) | 3 | 3 | 1.07
flip-flops | 39 | 39 | 25.8
AND-OR/OR-AND | 120 | 120 | 23.1
==> path summary, 6_finish.rpt <==
check / from / endpoint / slack (ns) / cells after the start
hold / removal: cnt[0] / cnt[0] / 0.42 / 1
setup / recovery: cnt[19] / lcd[2] / 2.34 / 10
setup reg to reg: cnt[19] / lcd[2] / 2.34 / 10
hold reg to reg: cnt[0] / cnt[0] / 0.42 / 1
==> cell usage in the layout (no fill, tap or decap), drive strengths merged, types with 3 or more instances in the layout <==
master,instances
nor3,10
a211oi,12
mux4,9
xnor2,13
ha,3
or3,7
xor2,4
dfxtp,26
and2,3
a21o,3
nor4,8
o2bb2ai,3
mux2,7
a31oi,6
and3,6
clkbuf,7
edfxtp,13
a31o,3
o32ai,4
nor2,30
nand2b,5
mux2i,14
buf,8
nor2b,12
nand3b,6
nand3,26
clkdlybuf4s50,168
o22ai,3
nand2,55
nor3b,6
o31ai,3
nand4,11
o21ai,25
a22oi,15
a32o,3
inv,8
a21oi,24
==> layout make-up <==
| type | instances | area [sq um] | share of cell area (%) |
|---|---|---|---|
| Clock buffer | 7 | 108 | 2.01 |
| Clock inverter | 1 | 5.00 | 0.0937 |
| Inverter | 9 | 33.8 | 0.632 |
| Multi-Input combinational cell | 360 | 2410 | 45.1 |
| Sequential cell | 39 | 915 | 17.1 |
| Tap cell | 105 | 131 | 2.46 |
| Timing Repair Buffer | 176 | 1740 | 32.6 |
==> worst max-delay path, stage by stage (launching register included) <==
cell and delay (ns):
dfxtp_2 0.67, buf_4 0.46, nor2b_1 0.74, a21oi_1 0.20
a211oi_1 0.28, a31o_2 0.24, ha_1 0.17, inv_1 0.04
nor4_1 0.27, a21oi_1 0.07, a31o_2 0.26
==> metal layers <==
| metal | share of wire [%] | vias up |
|---|---|---|
| li1 | - | 1973 |
| met1 | 41 | 1869 |
| met5 | 0 | - |
| met2 | 50 | 149 |
| met3 | 7.1 | 14 |
| met4 | 1.5 | 0 |
==> flip-flops by register name, indices dropped and copies added (netlist names) <==
register  flops
cnt          26
lcd           6
lcd_dat_      4
lcd_rw_       1
lcd_rs_       1
lcd_e_        1
No activity file was given, so power comes from the tool's default toggle rates.
